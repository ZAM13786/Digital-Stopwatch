$ cat /design/flow/config.mk
export PLATFORM = sky130hd
export DESIGN_NAME = Counter
export DESIGN_NICKNAME = Counter
export VERILOG_FILES = /design/flow/design.v
export SDC_FILE = /design/flow/constraint.sdc
export NUM_CORES = 4
export LEC_CHECK = 1
export CORE_AREA = 10 10 103 103
export DIE_AREA = 0 0 113 113
$ cat /design/flow/constraint.sdc
current_design Counter

set clk_period 1.0
set clk_io_pct 0.2

create_clock -name clk0 -period $clk_period [get_ports {clock}]
create_clock -name clk1 -period $clk_period [get_ports {start}]

set non_clock_inputs [all_inputs -no_clocks]
set_input_delay [expr $clk_period * $clk_io_pct] -clock clk0 $non_clock_inputs
set_output_delay [expr $clk_period * $clk_io_pct] -clock clk0 [all_outputs]
$ cat /design/flow/design.v
module DFF0(data_in,clock,reset, data_out);
input data_in;
input clock,reset;
output reg data_out;
always@(posedge clock)
	begin
		if(reset)
			data_out<=1'b0;
		else
			data_out<=data_in;
	end	
endmodule
module clk_divider(clock, rst, clk_out);
input clock, rst;
output clk_out;
wire [18:0] din;
wire [18:0] clkdiv;
DFF0 dff_inst0(
    .data_in(din[0]),
	 .clock(clock),
	 .reset(rst),
    .data_out(clkdiv[0])
);
genvar i;
generate
for (i = 1; i < 19; i=i+1) 
	begin : dff_gen_label
		 DFF0 dff_inst (
			  .data_in (din[i]),
			  .clock(clkdiv[i-1]),
			  .reset(rst),
			  .data_out(clkdiv[i])
		 );
		 end
endgenerate
assign din = ~clkdiv;
assign clk_out = clkdiv[18];
endmodule
module HalfAdder(A,B,Sum,Carry);
input A;
input B;
output Sum;
output Carry;
assign Sum = A^B;
assign Carry = A&B;
endmodule 
module RCA(A,Cin,Sum,Cout);
input [3:0]A;
input Cin;
output [3:0]Sum;
output Cout;
wire [2:0]C;
HalfAdder HA1(.A (A[0]), .B (Cin), .Sum (Sum[0]), .Carry(C[0]));
HalfAdder HA2(.A (A[1]), .B (C[0]), .Sum (Sum[1]), .Carry(C[1]));
HalfAdder HA3(.A (A[2]), .B (C[1]), .Sum (Sum[2]), .Carry(C[2]));
HalfAdder HA4(.A (A[3]), .B (C[2]), .Sum (Sum[3]), .Carry(Cout));
endmodule
module DFF4(A, clock, reset, Count);
input clock;
input reset;
input [3:0]A;
output [3:0]Count;
DFF0 DF1(.data_in (A[0]), .clock (clock), .reset (reset), .data_out(Count[0]));
DFF0 DF2(.data_in (A[1]), .clock (clock), .reset (reset), .data_out(Count[1]));
DFF0 DF3(.data_in (A[2]), .clock (clock), .reset (reset), .data_out(Count[2]));
DFF0 DF4(.data_in (A[3]), .clock (clock), .reset (reset), .data_out(Count[3]));
endmodule
module Count10(clk, inc, rst, Count, count_eq_9);
input clk;
input rst; 
input inc;
output [3:0]Count;
output count_eq_9;
wire dummy;
wire [3:0]RCAout;
wire a;
wire reset;
assign count_eq_9 = (Count == 4'b1001)? 1 : 0;
assign a = count_eq_9&inc;
assign reset = a|rst;
RCA RCA1(.A (Count), .Cin (inc), .Sum (RCAout), .Cout(dummy));
DFF4 DF1(.A (RCAout), .clock (clk), .reset (reset), .Count(Count));
endmodule
module BCDto7seg(A ,B, C, D, a, b, c, d, e, f, g);
input A;
input B;
input C;
input D;
output a;
output b;
output c;
output d;
output e;
output f;
output g;
assign a = ~A&~C&(B^D);
assign b = B&(C^D);
assign c = C&~D&~B;
assign d = ~A&(B|D)&(~C|D)&(B|~C)&(~B|C|~D);
assign e = (B|D)&(~C|D);
assign f = ~A&(~B|C)&(~B|D)&(C|D);
assign g = ~A&~(B^C)&(~B|D);
endmodule
module Count6(clk, inc, rst, Count);
input clk;
input rst; 
input inc;
output [3:0]Count;
wire [3:0]RCAout;
wire a;
wire and1;
wire reset;
wire dummy;
assign F = (Count == 4'b0101)? 1 : 0;
assign and1 = F&inc;
assign reset = and1|rst;
RCA RCA1(.A (Count), .Cin (inc), .Sum (RCAout), .Cout(dummy));
DFF4 DF1(.A (RCAout), .clock (clk), .reset (reset), .Count(Count));
endmodule
module TFF0 (
data  ,  
clk   ,  
reset ,  
q        
);
input data, clk, reset ; 
output q;
reg q;
always @ ( posedge clk or posedge reset)
if (reset) begin
  q <= 1'b0;
end else if (data) begin
  q <= !q;
end
endmodule
module Counter(clock, reset, start, a1, b1, c1, d1, e1, f1, g1, a2, b2, c2, d2, e2, f2, g2, a3, b3, c3, d3, e3, f3, g3, a4, b4, c4, d4, e4, f4, g4);
input clock;
input reset;
input start;
output a1,b1,c1,d1,e1,f1,g1,a2,b2,c2,d2,e2,f2,g2,a3,b3,c3,d3,e3,f3,g3,a4,b4,c4,d4,e4,f4,g4;
wire clk_out;
wire [3:0]O1;
wire [3:0]O2;
wire [3:0]O3;
wire [3:0]O4;
wire count_eq_91; 
wire count_eq_92;
wire count_eq_93;
wire q;
wire and1;
wire and2;
wire and3;
TFF0 TFF1(.data(1), .clk(start), .reset(0), .q(q));
clk_divider clk_dvider1(.clock (clock), .rst (0), .clk_out (clk_out));
Count10 Count101(.clk (clk_out), .inc (q), .rst (reset), .Count(O1), .count_eq_9(count_eq_91));
BCDto7seg BCD27Seg1(.A (O1[3]), .B (O1[2]), .C (O1[1]), .D(O1[0]), .a(a1), .b(b1), .c(c1), .d(d1), .e(e1), .f(f1), .g(g1));
assign and1 = count_eq_91&q;
Count10 Count102(.clk (clk_out), .inc (and1), .rst (reset), .Count(O2), .count_eq_9(count_eq_92));
BCDto7seg BCD27Seg2(.A(O2[3]), .B(O2[2]), .C(O2[1]), .D(O2[0]), .a(a2), .b(b2), .c(c2), .d(d2), .e(e2), .f(f2), .g(g2));
assign and2 = count_eq_92&and1;
Count10 Count103(.clk (clk_out), .inc (and2), .rst (reset), .Count(O3), .count_eq_9(count_eq_93));
BCDto7seg BCD27Seg3(.A(O3[3]), .B(O3[2]), .C(O3[1]), .D(O3[0]), .a(a3), .b(b3), .c(c3), .d(d3), .e(e3), .f(f3), .g(g3));
assign and3 = count_eq_93&and2;
Count6 Count64(.clk (clk_out), .inc (and3), .rst (reset), .Count(O4));
BCDto7seg BCD27Seg4(.A (O4[3]), .B (O4[2]), .C (O4[1]), .D(O4[0]), .a(a4), .b(b4), .c(c4), .d(d4), .e(e4), .f(f4), .g(g4));
endmodule
$ cat /design/flow/run.sh
#!/bin/bash
# OpenROAD 26Q1-2900-gdf79404cd8, Yosys 0.63+post, stock flow scripts
make -C /OpenROAD-flow-scripts/flow DESIGN_CONFIG=/design/flow/config.mk WORK_HOME=/design/flow/orfs finish
==> results.cfg <==
; implementation run metrics
[status]
outcome = completed

[clock_network]
cts_resized = 0
cts_setup_buffers = 0
clk_pin_slew_ns = 0
ctsHoldBuffers = 0

[floorplan]
num_io_pins = 31
rows = 33
fp_util = 0.216
die-area_um2 = 12800
fp.dieW_um = 113
dieHeight_um = 113
coreArea_um2 = 8300

[critical_path]
crit_arrival_ns = 0.44
critical-path-max-stage-delay_ns = 0.38
crit_required_ns = 0.88
path_delay_family = flip-flops
startpoint_type = register
cp-end-kind = register
cp_slowest_cell = dfxtp_1
cp_cell_sequence = inv_1
criticalPathCategory = register to register
worstPathMaxFanout = 4
crit_buf_inv = 1

[route]
first_pass_iters = 4
vias = 1165
routed_via_density = 3.77
drc = 0
totalWireLength_um = 2760
postRouteAntennaNets = 0
drt_iter0_drc = 15
diodes = 0
wire_per_inst_um = 8.92

[sta]
report.final.setup_viol = 0
finClkSkew_ns = 0
finalWorstSetupSlack_ns = 0.442
setup_tns_ns = 0
maxSlewViolCount = 0
unclocked_regs = 34
worstMarginPinSlew_ns = 0.522
rsz0062_at_grt = no
finalHoldViolCount = 0
untimed_endpoints = 62
max-slew-margin-rel = 0.651

[grt]
grt_overflow = 0
antenna_found_initial = 0
grt_pass1_wl_um = 5000
grt_pass1_vias = 1117
grt_max_degree = 18
grt_usage = 0.0430

[hold_path]
hold_class = register to register

[placed_design]
place_hpwl_um = 2410
pre_cts_slack_ns = 0.437
place_congestion = 0.772
numPlacedInstances = 309
io_buffer_count = 29

[logic_synthesis]
ys.flops = 36
yosysUniqueCellTypes = 21
synth_seq_share = 0.401
synth_warnings = 6
yosys_cells = 177
syn_avg_cell_area_um2 = 10.2
syn_inst = 177
yosys_area_um2 = 1800
synth.cell_area_um2 = 1800

[final_layout]
area_growth_pct = 22.8
final_core_util = 0.266
fillers = 859
layout-drive-gt1-share = 0.0196
seq_area_um2 = 721
layoutNonFillerInstCount = 309
comb_area_um2 = 945

[power]
total_power_mw = 0.0957
p_leak_nw = 0.909
vdd_drop_max_mv = 0.172
powerDensity_nw_per_um2 = 43.4

[job]
openroad.warnings = 46
max_cap_violations = 0
## area by class of cell
type	instances	area share
Sequential cell	36	0.327
Multi-Input combinational cell	107	0.428
Timing Repair Buffer	29	0.132
Tap cell	105	0.0595
Inverter	32	0.0544
## metal layers
layer,wire length [um],global-route usage,vias to the layer above,part of all wire
met4,0,0,0,0
met1,1290,0.0568,521,0.47
li1,-,-,625,-
met3,142,0.00588,0,0.052
met5,0,0,-,0
met2,1320,0.0772,19,0.48
## logic make-up after synthesis
logic type      Yosys count  share of synthesized area
buf+inv                  34                     0.0731
fa+ha+maj                39                      0.272
compound gates            5                     0.0139
simple gates             59                      0.221
flops                    36                      0.401
xor+xnor                  4                     0.0195
## sequential cells by signal, indices dropped and copies added (netlist names)
signal / cells
Count64.DF1.DF1.data_out: 1
Count64.DF1.DF2.data_out: 1
Count101.DF1.DF4.data_out: 1
Count64.DF1.DF3.data_out: 1
Count101.DF1.DF3.data_out: 1
Count101.DF1.DF2.data_out: 1
Count102.DF1.DF2.data_out: 1
Count102.DF1.DF4.data_out: 1
Count103.DF1.DF4.data_out: 1
Count103.DF1.DF1.data_out: 1
TFF1.q: 1
Count64.DF1.DF4.data_out: 1
Count102.DF1.DF3.data_out: 1
clk_dvider1.dff_gen_label.dff_inst.data_out: 18
clk_dvider1.dff_inst0.data_out: 1
Count102.DF1.DF1.data_out: 1
Count103.DF1.DF3.data_out: 1
Count103.DF1.DF2.data_out: 1
Count101.DF1.DF1.data_out: 1
## synthesized netlist by cell type
| cell type | instances | area share |
|---|---|---|
| nor3_1 | 4 | 0.011 |
| and4b_1 | 1 | 0.0056 |
| nand3b_1 | 2 | 0.0084 |
| nor4_1 | 4 | 0.014 |
| xnor2_1 | 4 | 0.019 |
| clkbuf_1 | 1 | 0.0021 |
| nor2_1 | 11 | 0.023 |
| nor3b_1 | 16 | 0.067 |
| dfxtp_1 | 36 | 0.40 |
| ha_1 | 39 | 0.27 |
| nor2b_1 | 4 | 0.014 |
| nor4_4 | 1 | 0.012 |
| nand4b_4 | 1 | 0.013 |
| inv_1 | 32 | 0.067 |
| a21oi_1 | 5 | 0.014 |
| nor3_4 | 1 | 0.0091 |
| and2_1 | 7 | 0.024 |
| nand2_1 | 5 | 0.010 |
| nand3_1 | 1 | 0.0028 |
| buf_4 | 1 | 0.0042 |
| nand3b_2 | 1 | 0.0063 |
## layout by cell type, fill, tap and decap left out, types with 5 or more instances in the layout
master | synthesis | final
ha_1 | 39 | 39
dfxtp_1 | 36 | 36
inv_1 | 32 | 32
clkdlybuf4s50_1 | 0 | 29
nor3b_1 | 16 | 16
nor2_1 | 11 | 11
and2_1 | 7 | 7
nand2_1 | 5 | 5
a21oi_1 | 5 | 5
## metrics by stage
stage	hold WS (ns)	instance area, um^2
after floorplan	0.350	1800
after global placement	0.360	2210
after detailed placement	0.365	2210
after CTS	0.365	2210
after global routing	0.379	2210
final	0.362	2210
## final timing paths
kind / start / slack, ns / to / cells past startpoint
worst min register to register: clk_dvider1.dff_inst0.data_out / 0.36 / clk_dvider1.dff_inst0.data_out / 1
worst max-delay path: TFF1.q / 0.44 / TFF1.q / 1
worst max register to register: TFF1.q / 0.44 / TFF1.q / 1
min in group clk1: TFF1.q / 0.43 / TFF1.q / 1
max in group clk0: clk_dvider1.dff_inst0.data_out / 0.55 / clk_dvider1.dff_inst0.data_out / 1
worst min-delay path: clk_dvider1.dff_inst0.data_out / 0.36 / clk_dvider1.dff_inst0.data_out / 1
## where the power goes
part | switching, mW | internal, mW | leakage [nW] | total, mW
Sequential | 0 | 0.0814 | 0.290 | 0.0814
Combinational | 0.0100 | 0.00422 | 0.619 | 0.0142
Clock | 0 | 0 | 0 | 0
Total | 0.0100 | 0.0857 | 0.909 | 0.0957
Power and IR drop assume default switching activity.
